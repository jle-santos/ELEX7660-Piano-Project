[flow/config.mk]
export PLATFORM = sky130hd
export DESIGN_NAME = scale_module
export DESIGN_NICKNAME = scale_module
export VERILOG_FILES = /design/flow/design.v
export SDC_FILE = /design/flow/constraint.sdc
export NUM_CORES = 4
export LEC_CHECK = 1
export CORE_AREA = 10 10 99 99
export DIE_AREA = 0 0 109 109
[flow/constraint.sdc]
current_design scale_module

set clk_period 3.0
set clk_io_pct 0.2

create_clock -name clk0 -period $clk_period [get_ports {clk}]

set non_clock_inputs [all_inputs -no_clocks]
set_input_delay [expr $clk_period * $clk_io_pct] -clock clk0 $non_clock_inputs
set_output_delay [expr $clk_period * $clk_io_pct] -clock clk0 [all_outputs]
[flow/design.v]
module scale_module ( input logic reset_n, clk, key,
					  output logic [7:0] scale,
					  output logic [7:0] LED) ;
logic [23:0] counter;
logic [23:0] next_counter;
logic [7:0] next_LED;
logic [7:0] next_scale;
always_comb
	begin
		next_scale = scale;
		next_LED = LED;
		next_counter = counter;
		if (counter == 9375000)
		begin
			if (key == 0)
				begin
				if (scale == 5)
					next_scale = 1;
				else
					next_scale = scale + 1;
				next_LED = next_scale;
				end
			next_counter = 0;
		end
		else 
			begin
			next_counter++;
			next_scale = next_scale;
			next_LED = next_LED;
			end
	end
always_ff @ (posedge clk)
	begin
		if (~reset_n)
			begin
			scale <= 1;
			LED <= 7'b0000000; 
			counter <= 0;
			end
		else
		begin
			scale <= next_scale;
			counter <= next_counter;
			LED <= next_LED;
		end
	end
endmodule 
[flow/run.sh]
#!/bin/bash
# OpenROAD 26Q1-2900-gdf79404cd8, Yosys 0.63+post, stock flow scripts
make -C /OpenROAD-flow-scripts/flow DESIGN_CONFIG=/design/flow/config.mk WORK_HOME=/design/flow/orfs finish
==> results.ini <==
[sta]
fin_crit_sh_pct=76.4
finalSetupViolations=0
timing.slew.headroom_pct=69.7
fin_skew_ns=0.00639
setup_tns_ns=0
min_period_ns=2.29
rsz0062_at_grt=false
fmax_ghz=0.436
tightest_slew_ns=0.453
slew_viol_final=0
hold_viol=0

[floorplanning]
row_count=32
die_area_um2=11900
die_y_um=109
io_pins=19
die_x_um=109
core_um2=7730
fp_util_pct=21.7

[grt]
grt_pass1_wl_um=5950
grt_max_degree=25
grt_remaining_overflow=0
grt_pass1_vias=1291
grt_use_total_pct=5.88
antenna_found_initial=0

[pwr]
ir_drop_mv=0.173
pwr-share-comb_pct=3.0
power_leakage_nw=0.646
power_frac_clock_pct=44.0
p_switching_mw=0.180
power_mw=0.838
power_density_nw_per_um2=414
power.internal_mw=0.658
seqPwrFrac_pct=53.1
p_sw_share_pct=21.5

[routing]
top_layer=met4
via_per_inst=4.69
routedWlPerCell_um=11.4
drtPass1Iterations=4
routed_wl_um=3550
drtAntennaViolNets=0
vias=1460
drt_iter0_drc=107
wl_met2_um=1570
drc=0
wl_met1_um=1760
wl_met3_um=218
n_antenna_cell=0

[critical_path]
r2r_end=LED[4]
r2r_cells=4
cp_common_cell=or4_1
slowest_stage=or4_1
cp_slowest_stage_delay_ns=0.64
worstSetupPathType=reg2reg
crit_path_max_fanout=8
reg2reg_slack_ns=0.71
end_kind=flip-flop
cp-start-kind=flip-flop
r2r-start=counter[7]
cp_top_family=simple AND/OR/NAND/NOR gates
crit_required_ns=3.22
critPathBufInv=0
cp_data_arrival_time_ns=2.51
crit_chain=or4b_4 > or4_1 > or4_1 > a21oi_1

[clocking]
cts_resized=0
cts_buffers=5
cts_setup_buffers=0
clk_pin_slew_ns=0.07
cts_sinks=33
cts-htree-levels=2
cts_tree=built
cts_hold_buf=0
root_buffer=clkbuf_8
cts_buffer_depth=2
clock_latency_ns=0.28

[finish]
drive_gt1_share_pct=8.61
layout_top_cell=dfxtp_1
fin_cells=311
fillers=819
comb_area_um2=918
area_delta_synth_final_pct=20.7
lay_top_cells=dfxtp_1 (33), clkdlybuf4s50_1 (18), nor2_1 (15), a21oi_1 (15), nand3_1 (12)
flop_area_um2=661

[synth]
yosys_area_um2=1680
ys_warn_count=1
yosys_cells=197
synth.area.top_cells=dfxtp_1 (39%), a21oi_1 (4.5%), xor2_1 (4.2%)
syn-cell-area_um2=1680
ys_seq_share_pct=39.4
yosysTopAreaCell=dfxtp_1
ys_types=35
syn_inst=197
ys_seq_elements=33
netlist.area_leader.share_pct=39.4
synth_area_per_cell_um2=8.52

[hold_path]
hp-class=reg2reg
min_path_cells=1
min_from=counter[0]
holdPathEnd=counter[0]

[placed_design]
place_hpwl_um=2500
place_inst=303
gp_congestion=0.821
port_buffers=18

[run_status]
status=finished, final reports clean

[run]
warnings=27
maxCapViolCount=0

## layer usage
| layer | up-vias | track usage [%] |
|---|---|---|
| li1 | 739 | - |
| met1 | 694 | 8.18 |
| met2 | 25 | 9.17 |
| met3 | 2 | 1.79 |
| met4 | 0 | 0.565 |
| met5 | - | 0 |
## synth_stat cells (all sizes together)
master and count:
a211oi 3, a21oi 15, a311oi 1, a31oi 1, and2 2, and3 4
and4 6, buf 8, clkbuf 8, dfxtp 33, ha 4, inv 6
nand2 11, nand2b 3, nand3 12, nand4 9, nand4b 1, nor2 15
nor3 2, nor4 2, nor4b 1, o21ai 9, o221a 1, o31ai 6
o32ai 3, o41ai 1, or2 3, or3 6, or3b 1, or4 7
or4b 2, xnor2 3, xor2 8
## layout make-up
type | count | area share [%]
repair buffers | 20 | 9.64
inverters | 6 | 1.11
flip-flops and latches | 33 | 32.6
multi-input cells | 142 | 45.3
clock inverters | 1 | 0.247
well taps | 102 | 6.30
clock buffers | 7 | 4.76
## flip-flops by register name, summed over array words and instances, names as in the netlist
name	flops
LED	8
scale	1
counter	24
## power by group through the flow
stage | sequential, mW | combinational, mW | clock (mW)
6_report | 0.445 | 0.0247 | 0.369
5_1_grt | 0.445 | 0.0275 | 0.401
4_1_cts | 0.445 | 0.0247 | 0.378
## worst reg2reg max path, stage by stage (launching register included)
cell and delay (ns):
dfxtp_1 0.35, or4b_4 0.58, or4_1 0.64, or4_1 0.51, a21oi_1 0.15
## worst max path at each step
stage,startpoint,endpoint,slack (ns),depth (start not counted)
final,counter[7],LED[4],0.71,4
after CTS,counter[7],LED[4],0.72,4
after global routing,counter[6],counter[2],0.64,5
## cell families after synthesis
logic type | synth area share (%)
fa+ha+maj | 2.98
buf+inv | 6.56
simple gates | 30.1
compound gates | 15.3
xor+xnor | 5.74
flops | 39.4
## stage by stage
stage | hold slack, ns | utilization, % | setup slack [ns] | instance area, um^2
after floorplan | 0.426 | - | 0.868 | 1680
after detailed placement | 0.450 | 24.9 | 0.586 | 1920
after CTS | 0.465 | 26.2 | 0.718 | 2030
final | 0.463 | 26.2 | 0.709 | 2030
after global routing | 0.483 | 26.2 | 0.637 | 2030
after global placement | 0.441 | 24.9 | 0.594 | 1920
Power figures rest on the tool's default switching activity, not on a simulated workload.
